===== design/flow/design.v =====
module floppy (
	input        clk,
	input        clk8m_en,
	input        select,
	input        motor_on,
	input        step_in,
	input        step_out,
	input        inserted,
	input  [1:0] sector_size_code,
	input        sector_base,     
	input  [5:0] spt,             
	input  [9:0] sector_gap_len,  
	input        hd,
	input        ed,
	input        fm,
	output 	     dclk_en,       
	output [6:0] track,         
	output [5:0] sector,        
	output       sector_hdr,    
	output       sector_data,   
	output       ready,         
	output reg   index
);
parameter CLK_EN = 8000;
assign sector_hdr = (sec_state == SECTOR_STATE_HDR);
assign sector_data = (sec_state == SECTOR_STATE_DATA);
localparam RATESD          = 125000;
localparam RATEDD          = 250000;
localparam RATEHD          = 500000;
localparam RATEED          = 1000000;
localparam RPM             = 300;
localparam STEPBUSY        = 18;     
localparam SPINUP          = 500;    
localparam SPINDOWN        = 300;    
localparam INDEX_PULSE_LEN = 5;      
localparam SECTOR_HDR_LEN  = 6;      
localparam TRACKS          = 85;     
localparam BPTSD = RATESD*60/(8*RPM);
localparam BPTDD = RATEDD*60/(8*RPM);
localparam BPTHD = RATEHD*60/(8*RPM);
localparam BPTED = RATEED*60/(8*RPM);
wire [31:0] DISK_RATE = fm ? RATESD : ed ? RATEED : hd ? RATEHD : RATEDD;
wire [31:0] DISK_BPT  = fm ? BPTSD : ed ? BPTED : hd ? BPTHD : BPTDD;
assign ready = select && (rate == DISK_RATE);
localparam INDEX_PULSE_CYCLES = INDEX_PULSE_LEN * CLK_EN;
reg [19:0] index_pulse_cnt;
always @(posedge clk) if(clk8m_en) begin
	if(index_pulse_start && (index_pulse_cnt == INDEX_PULSE_CYCLES-1)) begin
		index <= 1'b0;
		index_pulse_cnt <= 19'd0;
	end else if(index_pulse_cnt == INDEX_PULSE_CYCLES-1)
		index <= 1'b1;
	else
		index_pulse_cnt <= index_pulse_cnt + 1'd1;
end
localparam STEP_BUSY_CLKS = CLK_EN*STEPBUSY;   
assign track = current_track;
reg [6:0] current_track   = 7'd0;
reg step_inD;
reg step_outD;
reg [19:0] step_busy  ;
always @(posedge clk) begin
	step_inD <= step_in;
	step_outD <= step_out;
	if(clk8m_en && step_busy != 0)
		step_busy <= step_busy - 18'd1;
	if(select) begin
		if(step_in && !step_inD) begin
			if(current_track != 0) current_track <= current_track - 7'd1;
				step_busy <= STEP_BUSY_CLKS[19:0];
		end
		if(step_out && !step_outD) begin
			if(current_track != TRACKS-1) current_track <= current_track + 7'd1;
				step_busy <= STEP_BUSY_CLKS[19:0];
		end
	end
end
assign sector = current_sector;
localparam SECTOR_STATE_GAP  = 2'd0;
localparam SECTOR_STATE_HDR  = 2'd1;
localparam SECTOR_STATE_DATA = 2'd2;
reg [5:0] start_sector = 6'd1;
reg [1:0] sec_state;
reg [9:0] sec_byte_cnt;   
reg [5:0] current_sector = 6'd1;
always @(posedge clk) begin
	if (byte_clk_en) begin
		if(index_pulse_start) begin
			sec_byte_cnt <= sector_gap_len-1'd1;
			sec_state <= SECTOR_STATE_GAP;      
			current_sector <= start_sector;     
		end else begin
			if(sec_byte_cnt == 0) begin
				case(sec_state)
				SECTOR_STATE_GAP: begin
					sec_state <= SECTOR_STATE_HDR;
					sec_byte_cnt <= SECTOR_HDR_LEN[9:0]-1'd1;
				end
				SECTOR_STATE_HDR: begin
					sec_state <= SECTOR_STATE_DATA;
					sec_byte_cnt <= (10'd128 << sector_size_code) - 1'd1;
				end
				SECTOR_STATE_DATA: begin
					sec_state <= SECTOR_STATE_GAP;
					sec_byte_cnt <= sector_gap_len-1'd1;
					if(current_sector == sector_base+spt-1) 
						current_sector <= sector_base;
					else
						current_sector <= sector + 1'd1;
					end
				default:
					sec_state <= SECTOR_STATE_GAP;
				endcase
			end else
				sec_byte_cnt <= sec_byte_cnt - 10'd1;
		end
	end
end
reg [14:0] byte_cnt;
reg 	   index_pulse_start;
always @(posedge clk) begin
	if (byte_clk_en) begin
		index_pulse_start <= 1'b0;
		if(byte_cnt == (DISK_BPT - 1'd1)) begin
			byte_cnt <= 0;
			index_pulse_start <= 1'b1;
		end else
			byte_cnt <= byte_cnt + 1'd1;
	end
end
assign dclk_en = byte_clk_en;
reg byte_clk_en;
reg [2:0] clk_cnt2;
always @(posedge clk) begin
	byte_clk_en <= 0;
	if (data_clk_en) begin
		clk_cnt2 <= clk_cnt2 + 1'd1;
		if (clk_cnt2 == 3'b011) byte_clk_en <= 1;
	end
end
localparam SPIN_UP_CLKS = CLK_EN*SPINUP;
localparam SPIN_DOWN_CLKS = CLK_EN*SPINDOWN;
reg [31:0] spin_up_counter;
wire motor_on_sel = motor_on && select;
reg [31:0] rate   = 0;
reg motor_onD;
always @(posedge clk) begin
	motor_onD <= motor_on_sel;
	if(motor_onD != motor_on_sel)
		spin_up_counter <= 32'd0;
	else if(clk8m_en) begin
		spin_up_counter <= spin_up_counter + DISK_RATE;
		if(motor_on_sel) begin
			if(spin_up_counter > SPIN_UP_CLKS) begin
				if(rate < DISK_RATE)
					rate <= rate + 32'd1;
				spin_up_counter <= spin_up_counter - (SPIN_UP_CLKS - DISK_RATE);
			end
		end else begin
			if(spin_up_counter > SPIN_DOWN_CLKS) begin
				if(rate > 0)
					rate <= rate - 32'd1;
				spin_up_counter <= spin_up_counter - (SPIN_DOWN_CLKS - DISK_RATE);
			end
		end  
	end  
end
reg data_clk;
reg data_clk_en;
reg [31:0] clk_cnt;
always @(posedge clk) begin
	data_clk_en <= 0;
	if(clk8m_en) begin
		if(clk_cnt + rate > CLK_EN*1000/2) begin
			clk_cnt <= clk_cnt - (CLK_EN*1000/2 - rate);
			data_clk <= !data_clk;
			if (~data_clk) data_clk_en <= 1;
		end else
			clk_cnt <= clk_cnt + rate;
	end
end
endmodule

===== design/flow/run.sh =====
#!/bin/bash
# OpenROAD 26Q1-2900-gdf79404cd8, Yosys 0.63+post, stock flow scripts
make -C /OpenROAD-flow-scripts/flow DESIGN_CONFIG=/design/flow/config.mk WORK_HOME=/design/flow/orfs finish

===== design/flow/config.mk =====
export PLATFORM = sky130hd
export DESIGN_NAME = floppy
export DESIGN_NICKNAME = floppy
export VERILOG_FILES = /design/flow/design.v
export SDC_FILE = /design/flow/constraint.sdc
export NUM_CORES = 4
export LEC_CHECK = 1
export CORE_UTILIZATION = 30

===== design/flow/constraint.sdc =====
current_design floppy

set clk_period 15.7
set clk_io_pct 0.2

create_clock -name clk0 -period $clk_period [get_ports {clk}]

set non_clock_inputs [all_inputs -no_clocks]
set_input_delay [expr $clk_period * $clk_io_pct] -clock clk0 $non_clock_inputs
set_output_delay [expr $clk_period * $clk_io_pct] -clock clk0 [all_outputs]

==> run summary <==
Results of the full flow below.

Run status:
- The run finished with clean final reports.

Finish:
- In the final layout, the share of cells above drive strength 1 is 4.47%.
- The run gives the area of the multi-input gates as around 0.011 mm².
- The run gives the number of filler instances in the final layout as around 5400.
- The finished cells cover 0.0180 mm².
- The run puts the area added between synthesis and finish at 11.6%.
- Ranking logic cells in the layout by count gives the top entries sky130_fd_sc_hd__inv_1, sky130_fd_sc_hd__ha_1, sky130_fd_sc_hd__a21oi_1.
- Summing all flip-flop and latch instances after layout gives 0.00458 mm².

Synth:
- The run gives the count of yosys warnings during synthesis as 1.
- The run gives the number of cells produced by synthesis as 1894.
- For this design, Yosys synthesis ends with a cell count of 1894.
- The run gives the fraction of registers with async set or reset after synthesis as 0%.
- The run gives the number of synthesized flops with an enable pin as roughly 130.
- The run puts the share of synthesized area occupied by flip-flops and latches at 28.3%.
- The run gives the synthesis area per yosys as ~0.016 mm².
- The run gives the per-instance average area after synthesis as 8.54 µm².
- The run puts the post-synth design cell area at 0.0162 mm².
- For this run, the leading register cell type out of synthesis is sky130_fd_sc_hd__edfxtp_1.
- The run gives the flip-flop and latch count after synthesis as approximately 170.
- The synthesized netlist contains 82 unique library cells.

Setup path:
- The run puts the arrival time of the worst setup path at 6.49 ns.
- The worst setup path is launched from an input port.
- The number of cells on the worst reg-to-reg path is 13.
- The run gives the combined buffer and inverter count along the critical path as 5.
- By startpoint and endpoint, the worst setup path is classified as input port to primary output.
- The run gives the delay of the slowest cell on the worst path as 0.49 ns.
- For this design, the slowest cell found on the critical path is sky130_fd_sc_hd__clkdlybuf4s50_1.
- In this run the critical register-to-register path is captured at clk_cnt[14].
- The kind of cell with the highest combined delay along the critical path is buffers and inverters.
- The run gives the top fanout value on the critical path as 15.
- The signal on the critical path passes through clkdlybuf4s50_1, buf_4, inv_1, nand2_1, inv_1, ha_1, and4_1, nand2b_1, nor3_1, and4_1, clkdlybuf4s50_1.
- According to the timing report, the data required time at the worst endpoint equals 12.56 ns.
- The run gives the critical register-to-register path startpoint as rate[7].
- The run puts the internal reg-to-reg setup slack at 10.42 ns.
- The run gives the critical path capture point type as a primary output.

CTS:
- The run gives the post-CTS setup buffer count as 0.
- The run gives the number of buffers on the longest clock path as 2.
- The run gives the total of cells resized after clock tree synthesis as 0.
- The run gives the CTS tree as yes.
- The root buffer cell chosen for the clock tree is sky130_fd_sc_hd__clkbuf_16.
- Clock-pin slew was measured on the worst setup and hold paths at 0.08 ns.
- The number of hold buffers added after CTS was 0.
- The run gives the deepest level of the CTS H-tree as 4.
- The run puts the clock network latency to the later pin of the worst-skew pair at 0.49 ns.
- The clock net in this run drives a total of 165 sinks.
- Buffers inserted during clock tree synthesis total 17.

Placed design:
- The congestion estimate from routability-driven global placement came to 0.937.
- The run gives the number of port buffers as approximately 45.
- The run gives the detailed placer's ending HPWL as 30700 µm.
- After detailed placement, the total cell area comes to between 0.015 and 0.02 mm².
- The run gives the worst slack at placement as between 6 and 7 ns.

Floorplan:
- The run puts the vertical die dimension at 234 µm.
- According to the floorplan report, the total die area is 0.0549 mm².
- In this run the horizontal extent of the chip is 234 µm.
- For this design the top-level I/O count stands at 47.
- For this configuration, the core starts out at a cell density of 30.5%.
- After floorplanning, the core was divided into 84 placement rows.
- The total area inside the core boundary comes to 0.0530 mm².

Final timing:
- The run gives the number of pins with negative max-slew slack in the final report as 0.
- The run gives the slew at the pin with the worst max-slew slack as between 1 and 1.5 ns.
- The run gives the final-layout setup total negative slack as 0 ns.
- Headroom to the max-slew limit came out at a little under a third.
- In the final report, the number of endpoints failing setup comes to 0.
- The run puts the portion of the clock cycle consumed by the worst path in the final layout at about three fifths.
- The run gives the clock skew as 0.0132 ns.
- The run gives the final-report hold violation count as 0.
- The run puts the setup slack of the critical path after layout at 6.07 ns.
- Static timing analysis puts the maximum clock frequency at 104 MHz.
- The run puts the shortest period the worst path allows at around 9.6 ns.
- Setup repair after global routing left no endpoint under its margin.

Flow run:
- The run puts the number of violations of the max-capacitance limit at 0.
- In this run the tools logged warnings totalling roughly 65.

Detailed routing:
- Wires add up to 41200 µm.
- The run puts the post-detailed-route wirelength per cell at around 16 µm.
- The run gives the number of detailed-route iterations in the first pass as 24.
- The run puts the DRC marker count from the first detailed-route iteration at between 1000 and 1500.
- The routed design shows a via density per instance of 5.32.
- The run gives the count of antenna-violating nets left after detailed routing as 0.
- The run puts the count of inserted antenna diode cells at 0.
- The run gives the DRC violations left as 0.
- For this block, the via count after detailed routing is approximately 14000.

Global routing:
- The run puts the remaining global-route overflow at 0.
- For this run, the total global-route usage over all layers was measured as 15.5%.
- The run puts the first-pass GRT wire length at 67000 µm.
- The run gives the initial antenna violation count as 0.
- The via count of the first global-routing pass came to between 10000 and 15000.
- The run puts the largest net degree at the start of global routing at 40.

Worst hold path:
- The worst hold path belongs to the class register to register.
- Looking at the hold checks, the worst path lands on data_clk_en.
- The run gives the worst min-delay path startpoint as data_clk.
- The run puts the worst hold path cell count at 1.

Power:
- The run puts the total leakage power at 7.41 nW.
- The script computed a power per unit cell area of 228 mW/mm².
- The run puts the peak supply drop at between 100 and 150 µV.
## registers in the layout (all words and copies together) (netlist names), 3 cells and up
| name | count |
|---|---|
| spin_up_counter | 29 |
| byte_cnt | 15 |
| clk_cnt | 32 |
| rate | 32 |
| clk_cnt2 | 3 |
| current_track | 7 |
| sec_byte_cnt | 10 |
| sec_state | 3 |
| current_sector | 6 |
| index_pulse_cnt | 20 |
## cells in the mapped netlist, types with 5 or more instances
| master | count | area, µm² |
|---|---|---|
| sky130_fd_sc_hd__a211o_1 | 6 | 52.6 |
| sky130_fd_sc_hd__a211oi_1 | 26 | 195 |
| sky130_fd_sc_hd__a21o_1 | 58 | 435 |
| sky130_fd_sc_hd__a21oi_1 | 154 | 771 |
| sky130_fd_sc_hd__a221oi_1 | 5 | 43.8 |
| sky130_fd_sc_hd__a22oi_1 | 6 | 45.0 |
| sky130_fd_sc_hd__a31oi_1 | 28 | 175 |
| sky130_fd_sc_hd__and2_1 | 14 | 87.6 |
| sky130_fd_sc_hd__and3_1 | 34 | 213 |
| sky130_fd_sc_hd__and4_1 | 5 | 43.8 |
| sky130_fd_sc_hd__clkbuf_1 | 41 | 154 |
| sky130_fd_sc_hd__dfxtp_1 | 37 | 741 |
| sky130_fd_sc_hd__edfxtp_1 | 128 | 3840 |
| sky130_fd_sc_hd__fa_1 | 18 | 360 |
| sky130_fd_sc_hd__ha_1 | 181 | 2260 |
| sky130_fd_sc_hd__inv_1 | 181 | 679 |
| sky130_fd_sc_hd__mux2i_1 | 28 | 280 |
| sky130_fd_sc_hd__nand2_1 | 129 | 484 |
| sky130_fd_sc_hd__nand2b_1 | 18 | 113 |
| sky130_fd_sc_hd__nand3_1 | 35 | 175 |
| sky130_fd_sc_hd__nand3b_1 | 5 | 37.5 |
| sky130_fd_sc_hd__nand4_1 | 32 | 200 |
| sky130_fd_sc_hd__nor2_1 | 146 | 548 |
| sky130_fd_sc_hd__nor2b_1 | 23 | 144 |
| sky130_fd_sc_hd__nor3_1 | 56 | 280 |
| sky130_fd_sc_hd__nor3b_1 | 9 | 67.6 |
| sky130_fd_sc_hd__nor4_1 | 25 | 156 |
| sky130_fd_sc_hd__nor4b_1 | 6 | 52.6 |
| sky130_fd_sc_hd__o211ai_1 | 18 | 135 |
| sky130_fd_sc_hd__o21a_1 | 19 | 143 |
| sky130_fd_sc_hd__o21ai_0 | 94 | 470 |
| sky130_fd_sc_hd__o21bai_1 | 8 | 60.1 |
| sky130_fd_sc_hd__o22ai_1 | 10 | 62.6 |
| sky130_fd_sc_hd__o31a_1 | 5 | 43.8 |
| sky130_fd_sc_hd__o31ai_1 | 13 | 97.6 |
| sky130_fd_sc_hd__o41ai_1 | 5 | 43.8 |
| sky130_fd_sc_hd__or2_2 | 12 | 75.1 |
| sky130_fd_sc_hd__or3_1 | 19 | 119 |
| sky130_fd_sc_hd__or4_1 | 13 | 97.6 |
| sky130_fd_sc_hd__xnor2_1 | 105 | 920 |
| sky130_fd_sc_hd__xor2_1 | 59 | 517 |
## final cells by class
| class | count | share of cell area, % |
|---|---|---|
| Timing Repair Buffer | 65 | 3.30 |
| Clock inverter | 15 | 0.977 |
| Clock buffer | 17 | 2.36 |
| Tap cell | 688 | 4.77 |
| Multi-Input combinational cell | 1500 | 59.4 |
| Sequential cell | 165 | 25.4 |
| Inverter | 183 | 3.81 |
## worst max-delay path by stage
stage	start	to	depth (start not counted)
CTS	fm	ready	11
finish	fm	ready	11
global route	fm	ready	11
## layer usage
metal,wire length (µm),vias up,track usage (%)
met5,0,-,0
met4,682,0,2.39
met3,2080,46,2.35
met2,18500,330,24.2
met1,19900,6618,23.6
li1,-,7015,-
## cells by family (layout without fill, tap and decap cells)
group | count (synthesis) | in the layout | synth area share [%]
other | 1 | 1 | 0.0232
buffers and inverters | 229 | 280 | 5.41
and+or+nand+nor | 589 | 589 | 18.4
AOI/OAI and AO/OA | 512 | 512 | 20.5
DFF | 165 | 165 | 28.3
muxes | 35 | 35 | 2.22
xor gates and xnor gates | 164 | 164 | 8.88
adders and majority gates | 199 | 199 | 16.2
## where the power goes
group | switching (mW) | total, mW | internal [mW] | leakage [nW]
Clock | 0.224 | 0.439 | 0.215 | 0.293
Sequential | 0.157 | 0.851 | 0.694 | 1.51
Combinational | 1.62 | 2.82 | 1.21 | 5.60
## through the flow
step                instances  hold WS (ns)  utilization [%]  power, mW
floorplan                1894         0.416                -       3.02
detailed placement       2601         0.448             32.9       3.64
finish                   2633         0.462             34.1       4.11
CTS                      2633         0.459             34.1       4.11
global route             2633         0.478             34.1       4.49
global placement         2601         0.432             32.9       3.61
No activity file was given, so power comes from the tool's default toggle rates.
